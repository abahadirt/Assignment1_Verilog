==> flow/design.v <==
module counter_jk(input reset, input clk, input mode, output [2:0] count);
    wire D0,D1,D2;
    or o4(D0,( (~count[0]) & ~mode) , (  ( (count[2] & count[1]) | ( ~count[2] & ~count[1]) )  & mode ));
    or o5(D1, ((~count[1]|~count[0]) & (count[1]|count[0])) & ~mode, ((~count[2] & count[0]) | ( count[1] & ~count[0]))  & mode);
    or o6(D2, ( (~count[2]|~count[1]|~count[0]) & (count[2]|count[1]) & (count[2]|count[0]) ) & ~mode,  ((count[2] & count[1]) | (count[2] & ~count[1] & count[0]) | ( ~count[2] & count[1] & ~count[0]))  & mode);
    jk_sync_res flip4 ( .J (D0 ), .K (~D0 ) , .clk(clk) , .sync_reset(reset) , .Q(count[0]));
    jk_sync_res flip5 ( .J (D1), .K (~D1 ) , .clk(clk) , .sync_reset(reset) , .Q(count[1]));
    jk_sync_res flip6 ( .J (D2), .K (~D2 ) , .clk(clk) , .sync_reset(reset) , .Q(count[2]));
endmodule
module jk_sync_res(J, K, clk, sync_reset, Q);
    input J;
    input K;
    input clk;
    input sync_reset;
    output reg Q;
    always@ (posedge(clk))   
    begin
        if(sync_reset == 1'b1)  
            Q <= 1'b0;
        else    
            if(J == 0 && K == 0)    
                Q <= Q;  
            else if(J == 0 && K == 1)
                Q <= 1'b0;   
            else if(J == 1 && K == 0)
                Q <= 1'b1;   
            else
                Q <= ~Q;   
    end
endmodule
==> flow/run.sh <==
#!/bin/bash
# OpenROAD 26Q1-2900-gdf79404cd8, Yosys 0.63+post, stock flow scripts
make -C /OpenROAD-flow-scripts/flow DESIGN_CONFIG=/design/flow/config.mk WORK_HOME=/design/flow/orfs finish
==> flow/config.mk <==
export PLATFORM = sky130hd
export DESIGN_NAME = counter_jk
export DESIGN_NICKNAME = counter_jk
export VERILOG_FILES = /design/flow/design.v
export SDC_FILE = /design/flow/constraint.sdc
export NUM_CORES = 4
export LEC_CHECK = 1
export CORE_AREA = 10 10 70 70
export DIE_AREA = 0 0 80 80
==> flow/constraint.sdc <==
current_design counter_jk

set clk_period 1.8
set clk_io_pct 0.2

create_clock -name clk0 -period $clk_period [get_ports {clk}]

set non_clock_inputs [all_inputs -no_clocks]
set_input_delay [expr $clk_period * $clk_io_pct] -clock clk0 $non_clock_inputs
set_output_delay [expr $clk_period * $clk_io_pct] -clock clk0 [all_outputs]
==> run notes <==
Results of the run.

CTS placed an instance of sky130_fd_sc_hd__clkbuf_4 at the clock tree root. STA reports a reg2reg setup slack of 540 ps. Setup total negative slack on the finished layout was measured at 0 ps. The horizontal die size is 80 um. The total length of routed wires is 495 um. The post-synthesis cell area is 198 um2. CTS added clock buffers totalling 3. The CTS tree is done. Before antenna repair, the detailed router went through 2 iterations. The detailed router finished its first iteration with 14 violations.

The final critical-path share of the clock period is 0.863. The total clock sinks is 3. The first global-routing pass estimated 807 um of wire. The number of pins exceeding their max-slew limit in the final report is 0. For the worst flop-to-flop path, the logic depth is 5. The worst IR drop on VDD is 122 uV. The worst path arrival time is 1190 ps.

The number of vias per cell is 2.33. CTS built an H-tree with a depth of 1. The transition time recorded at the tightest slew-check pin is 276 ps. The final weighted congestion of routability-driven global placement is 0.587.

Per the post-run analysis, buffers plus inverters along the critical path come to 1. The maximum clock insertion buffer count is 2. The cell count of the worst hold path is 2. The height of the die is 80 um.

The global-route usage over all layers is 0.0162. The count of placed standard cells in the final layout, fillers left out is 75. The chip area in the Yosys report is 198 um2. For reference, the top cells by area after synthesis are sky130_fd_sc_hd__dfxtp_1, sky130_fd_sc_hd__ha_1, sky130_fd_sc_hd__buf_4, sky130_fd_sc_hd__nor4b_2, sky130_fd_sc_hd__inv_1. The buffers inserted during post-CTS setup optimization is 0. The register area share after synthesis is 0.304. In the Yosys report the total cell count is 23. Summed over all nets, the half-perimeter wirelength after detailed placement is 398 um. The worst-skew pair later-pin latency is 230 ps.

The maximum frequency from static timing analysis is 643 MHz. After clock tree synthesis, the flow added hold-fix buffers numbering 0. For this run, the share of the core covered by cells in the final layout is 0.0905. Summing internal, switching and leakage power gives 247 uW.

The script extracted a total leakage power of 0.000101 uW. The count of nets left with antenna violations after detail routing is 0. The number of antenna violations at the first check in global routing came to 0.

Headroom to the max-slew limit came out at 0.816. The logic depth of the worst path, buffers included is 1. For this run, the slowest stage of the critical path takes 520 ps. The number of warnings printed during yosys synthesis is 1. Setup repair after global routing left no endpoint under its margin. Per the synth stats, the flop cell with the highest instance count is sky130_fd_sc_hd__dfxtp_1.

In this run the tool buffered the top-level ports with 5 buffer cells. The number of top-level pins is 6. The data required time reported for the critical path is 1440 ps. The area added between synthesis and finish is 56.3%. Looking at area per cell type in the netlist, the leader is sky130_fd_sc_hd__dfxtp_1. The total die size is 6400 um2. The antenna diode instance count is 0. The script logs the mean routed wire length per placed instance as 6.60 um.

The number of enable flip-flop cells is 0. The final count of negative-setup-slack endpoints is 0. The run finished with clean final reports. The script parses the final routing iteration and logs DRC violations as 0. In the final report, the number of hold violations comes to 0. The floorplan core density is 0.0579. The class of the tightest hold or removal check is reg2reg. The critical path ends at count[0]. Counting flops and latches in the post-synthesis netlist gives 3.

Counting tap cells, the placed design contains a total of 71 instances. Per STA, the startpoint of the critical path is flip4.Q. The worst setup path is captured at an output port. Per the layout report, the design carries 400 filler cells. The area of the core is 3420 um2. On the worst setup and hold paths after CTS, the clock-pin slew comes to 40 ps. The number of gates resized after CTS was 0. The netlist uses 14 different library cells.

The kind of start point of the critical path is a register. Entering global routing, the biggest net connects 9 pins. The cell sequence reported for the critical path is clkdlybuf4s50_1.

Per the synth stats, the proportion of register bits with asynchronous set or reset is 0. The number of max-cap violations is 0. The critical path is of the reg2out type. OpenROAD emitted warnings numbering 26. In the synthesized netlist, the cells that appear most often are sky130_fd_sc_hd__buf_4, sky130_fd_sc_hd__dfxtp_1, sky130_fd_sc_hd__inv_1. The via count is 175. The area fraction of the dominant cell type after synthesis is 0.304. The family with the most delay on the worst path is buffers and inverters. The ratio of cells with drive above 1 in the final layout is 0.172. The overflow left after global routing is 0. The via count of the first global-routing pass is 186. A synthesized cell averages 8.60 um2. The flow reported a cell area power density of 800 nW/um2. The largest fanout on the critical path is 8. The clock arrives with 2.17 ps of skew. After technology mapping, the gate count stands at 23. The clock period minus final worst setup slack is 1550 ps.

In this run the core area contains 21 standard-cell rows. The largest individual stage delay along the critical path comes from the cell sky130_fd_sc_hd__clkdlybuf4s50_1.
cells in the final DEF, fill, tap and decap left out:
master,Yosys,final
sky130_fd_sc_hd__clkdlybuf4s50_1,0,5
sky130_fd_sc_hd__inv_1,3,3
sky130_fd_sc_hd__dfxtp_1,3,3
sky130_fd_sc_hd__clkbuf_4,0,3
sky130_fd_sc_hd__a21oi_1,2,2
sky130_fd_sc_hd__nand2_1,2,2
sky130_fd_sc_hd__ha_1,2,2
sky130_fd_sc_hd__and2_2,1,1
sky130_fd_sc_hd__nor3_1,1,1
sky130_fd_sc_hd__o21ai_1,1,1
sky130_fd_sc_hd__nor4b_2,1,1
sky130_fd_sc_hd__a31oi_1,1,1
sky130_fd_sc_hd__nor2b_1,1,1
sky130_fd_sc_hd__a211oi_1,1,1
sky130_fd_sc_hd__a311oi_1,1,1
sky130_fd_sc_hd__clkbuf_1,0,1
routing by layer:
layer  up-vias  GRT usage  wire length, um
met5         -          0                0
met4         0     0.0106               23
met3         2    0.00909               20
met2         5     0.0297              262
met1        78     0.0126              189
li1         90          -                -
report_power, final:
part	switching [uW]	total (uW)	internal [uW]
registers	10.8	84.6	73.8
clock network	35.8	119	83.1
logic	16.1	43.6	27.5
total	62.7	247	184
metrics by stage:
stage               cell area, um2  setup WS [ps]  hold WS [ps]
finish                         309            246           565
global route                   309            174           597
CTS                            309            236           573
detailed placement             283            292           565
global placement               283            340           534
floorplan                      198            664           429
worst min-delay path by stage:
stage | start | endpoint | slack (ps)
after CTS | register | register | 570
after global routing | register | register | 600
final | register | register | 560
worst register-to-register path: cells and delay by family (launching register included):
family | cells | cell delay, ps
fa+ha+maj | 1 | 220
buf+inv | 1 | 70
flops | 1 | 410
compound gates | 2 | 210
simple gates | 1 | 270
kinds of logic (layout without fill, tap and decap cells):
kind of cell             Yosys count  in the layout  synth area share
AND-OR/OR-AND                      6              6             0.190
adder cells (fa/ha/maj)            2              2             0.127
buffers and inverters              6             12             0.171
flip-flops                         3              3             0.304
AND/OR/NAND/NOR                    6              6             0.209
area by class of cell:
cell class                      count  area, um2  share of cell area
Multi-Input combinational cell     14        104               0.336
Timing Repair Buffer                5       50.0               0.162
Tap cell                           46       57.6               0.186
Sequential cell                     3       60.1               0.194
Clock buffer                        4       26.3              0.0850
Inverter                            3       11.3              0.0364
Power and IR drop assume default switching activity.
