**flow/run.sh**
```bash
#!/bin/bash
# OpenROAD 26Q1-2900-gdf79404cd8, Yosys 0.63+post, stock flow scripts
make -C /OpenROAD-flow-scripts/flow DESIGN_CONFIG=/design/flow/config.mk WORK_HOME=/design/flow/orfs finish
```
**flow/config.mk**
```make
export PLATFORM = sky130hd
export DESIGN_NAME = counter_d
export DESIGN_NICKNAME = counter_d
export VERILOG_FILES = /design/flow/design.v
export SDC_FILE = /design/flow/constraint.sdc
export NUM_CORES = 4
export LEC_CHECK = 1
export CORE_AREA = 10 10 70 70
export DIE_AREA = 0 0 80 80
```
**flow/constraint.sdc**
```tcl
current_design counter_d

set clk_period 1.4
set clk_io_pct 0.2

create_clock -name clk0 -period $clk_period [get_ports {clk}]

set non_clock_inputs [all_inputs -no_clocks]
set_input_delay [expr $clk_period * $clk_io_pct] -clock clk0 $non_clock_inputs
set_output_delay [expr $clk_period * $clk_io_pct] -clock clk0 [all_outputs]
```
**flow/design.v**
```verilog
module counter_d(input reset, input clk, input mode, output [2:0] count);
    wire D0,D1,D2;
    or o1(D0,( (~count[0]) & ~mode) , (  ( (count[2] & count[1]) | ( ~count[2] & ~count[1]) )  & mode ));
    or o2(D1, ((~count[1]|~count[0]) & (count[1]|count[0])) & ~mode, ((~count[2] & count[0]) | ( count[1] & ~count[0]))  & mode);
    or o3(D2, ( (~count[2]|~count[1]|~count[0]) & (count[2]|count[1]) & (count[2]|count[0]) ) & ~mode,  ((count[2] & count[1]) | (count[2] & ~count[1] & count[0]) | ( ~count[2] & count[1] & ~count[0]))  & mode);
    dff_sync_res flip1 ( .D (D0 ) , .clk(clk) , .sync_reset(reset) , .Q(count[0]));
    dff_sync_res flip2 ( .D (D1) , .clk(clk) , .sync_reset(reset) , .Q(count[1]));
    dff_sync_res flip3 ( .D (D2) , .clk(clk) , .sync_reset(reset) , .Q(count[2]));
endmodule
module dff_sync_res(D, clk, sync_reset, Q);
    input D;
    input clk;
    input sync_reset;
    output reg Q;
    always @(posedge clk) 
    begin
        if(sync_reset==1'b1)
            Q <= 1'b0; 
        else 
            Q <= D; 
    end 
endmodule 
```
==> flow_summary_export.csv <==
group,metric,value,unit
outcome,outcome,"finished, final reports clean",
route,drc_errors,0,
placement,dp.cells,72,
timing,finalCriticalPeriod,1350,ps
global_route,grt_use_total,0.0162,
synthesis,area_leaders,"dfxtp_1 (30%), ha_1 (13%), buf_4 (11%), nor4b_2 (7.6%), inv_1 (5.7%)",
synthesis,xor_area_frac,0,
cells_and_area,layout.cells.non_filler,76,
global_route,overflow,0,
global_route,grt_pass1_wl,834,um
cts,clk_path_buf_depth,2,
timing,setup_slack,48.8,ps
route,insertedDiodeCount,0,
cts,postCtsHoldBufs,0,
timing,hold_violations,0,
die,num_rows,21,
synthesis,ys_chip_area,198,sq um
cts,clock_sinks,3,
setup_path,worstSetupStartpointType,"flop",
cts,cts_setup_buffers,0,
die,coreArea,3420,sq um
synthesis,synthArstFlopShare,0,
setup_path,rrSetupSlack,260,ps
setup_path,reg2regPathDepth,5,
synthesis,ff_type,"dfxtp_1",
cts,root_buffer,"clkbuf_4",
cells_and_area,drive_above_1_share,0.267,
setup_path,critPathTopFamily,"buffers and inverters",
cts,h-tree-depth,1,
route,dr.pass1.iters,4,
die,die_area,6400,sq um
cts,cts_made_buffers,3,
setup_path,cp.required,1120,ps
cts,clkLatencyLatePin,240,ps
synthesis,ys_seq_frac,0.304,
route,vias,182,
placement,place_congestion,0.591,
timing,finalMaxSlewViolations,0,
cts,ctsResizeCount,2,
placement,dpl.hpwl,387,um
placement,portBuffers,5,
synthesis,syn_area,198,sq um
job,tool_warnings,26,
setup_path,worst_path_largest_cell_delay,480,ps
synthesis,ys_sh_simple,0.209,
global_route,grt_pass1_vias,178,
placement,place_area,290,sq um
synthesis,largest_area_cell,"dfxtp_1",
die,die_w,80,um
die,pin_count,6,
synthesis,edf_count,0,
synthesis,syn_avg_cell_area,8.60,sq um
die,die_y,80,um
synthesis,synth-seq-cells,3,
synthesis,common_cells,"buf_4 (3), dfxtp_1 (3), inv_1 (3)",
route,viasPerCell,2.39,
timing,finalSetupViolCount,0,
synthesis,synth_warnings,1,
setup_path,end_kind,"output pin",
cells_and_area,n_fill_cell,406,
setup_path,slowest_stage,"clkdlybuf4s50_1",
setup_path,critPathBufInv,1,
cells_and_area,final_area,324,sq um
pwr,worst_ir_drop_vdd,130,uV
pwr,powerDensity,1010,nW/um^2
route,ant_nets,0,
timing,worst_pin_slew,288,ps
timing,fmax,0.740,GHz
synthesis,synth_stat.cells,23,
setup_path,cp_max_fo,5,
hold_path,hold_path_class,"flop to flop",
cts,cts_tree,"done",
synthesis,synth_cells,23,
timing,fin_crit_sh,0.965,
route,dr.first_iter.drc_count,21,
timing,max_slew_margin,0.807,
synthesis,ys_sh_mux,0,
synthesis,netlist.area_leader.share,0.304,
timing,rsz0062_at_grt,"no",
setup_path,critPathArrivalTime,1070,ps
cts,path_clk_slew,40,ps
global_route,grt_max_degree,9,
synthesis,fa_ha_area_frac,0.127,
global_route,antenna_found_initial,0,
cells_and_area,syn_to_final_growth,63.9,%
pwr,leakagePower,0.108,nW
setup_path,path_cells,"clkdlybuf4s50_1",
synthesis,logic_family,"simple AND/OR/NAND/NOR gates",
route,drt-total-wl,533,um
placement,preCtsSetupSlack,-0.0621,ps
timing,finClkSkew,6.29,ps
route,wire_per_inst,7.01,um
synthesis,synth.distinct_cells,14,
die,initCoreUtil,0.0579,
setup_path,critPathKind,"flop to output pin",
job,maxCapViolCount,0,
synthesis,compound_area_frac,0.190,
hold_path,whs_path_depth,1,
-- worst max-delay path by stage --
stage	startpoint	endpoint	slack [ps]	cells after the start
after CTS	flop	count[1]	10	1
final	flop	count[2]	50	1
after global routing	flop	count[2]	4	1
-- stage by stage --
step | power [mW] | hold WS (ps) | setup TNS, ps | util
after floorplan | 0.143 | 349 | 0 | -
after global placement | 0.170 | 530 | 0 | 0.0850
after detailed placement | 0.171 | 538 | -0.0621 | 0.0850
after CTS | 0.334 | 508 | 0 | 0.0934
after global routing | 0.348 | 512 | 0 | 0.0949
final | 0.326 | 484 | 0 | 0.0949
-- layer usage --
metal / share of wire / vias up / global-route usage
met5: 0 / - / 0
met4: 0.058 / 0 / 0.0141
met3: 0.039 / 2 / 0.00227
met2: 0.53 / 7 / 0.0265
met1: 0.37 / 82 / 0.0179
li1: - / 91 / -
-- logic make-up after synthesis --
family / Yosys count
AND-OR/OR-AND: 6
flip-flops: 3
adder cells (fa/ha/maj): 2
AND/OR/NAND/NOR: 6
buffers and inverters: 6
-- layout make-up --
cell class              count  area [sq um]  area share
multi-input cells          14           104       0.320
flip-flops and latches      3          67.6       0.208
inverters                   3          11.3      0.0347
well taps                  46          57.6       0.178
clock buffers               4          26.3      0.0811
repair buffers              6          57.6       0.178
-- placed cells by master (no fill, tap or decap) --
cell	synthesis	final
a311oi_1	1	1
dfxtp_4	0	2
nor4b_2	1	1
nor3_1	1	1
nand2_1	2	2
o21ai_1	1	1
nor2b_1	1	1
buf_4	3	1
clkdlybuf4s50_1	0	5
ha_1	2	2
clkbuf_4	0	3
clkbuf_1	0	1
a31oi_1	1	1
dfxtp_1	3	1
inv_1	3	3
a211oi_1	1	1
a21oi_1	2	2
and2_2	1	1
-- power by group --
part           internal, mW  total [mW]  switching, mW
Combinational        0.0399      0.0663         0.0264
Sequential           0.0950       0.104        0.00906
Clock                 0.107       0.156         0.0487
No activity file was given, so power comes from the tool's default toggle rates.
